--- ./run.sh ---
#!/bin/bash
# OpenROAD 26Q1-2900-gdf79404cd8, Yosys 0.63+post, stock flow scripts
make -C /OpenROAD-flow-scripts/flow DESIGN_CONFIG=/design/flow/config.mk WORK_HOME=/design/flow/orfs finish
--- ./config.mk ---
export PLATFORM = sky130hd
export DESIGN_NAME = Seven_segment_LED_Display_Controller
export DESIGN_NICKNAME = Seven_segment_LED_Display_Controller
export VERILOG_FILES = /design/flow/design.v
export SDC_FILE = /design/flow/constraint.sdc
export NUM_CORES = 4
export LEC_CHECK = 1
export CORE_UTILIZATION = 50
--- ./constraint.sdc ---
current_design Seven_segment_LED_Display_Controller

set clk_period 11.3
set clk_io_pct 0.2

create_clock -name clk0 -period $clk_period [get_ports {clock}]

set non_clock_inputs [all_inputs -no_clocks]
set_input_delay [expr $clk_period * $clk_io_pct] -clock clk0 $non_clock_inputs
set_output_delay [expr $clk_period * $clk_io_pct] -clock clk0 [all_outputs]
--- ./design.v ---
`timescale 1ns / 1ps
module clock_divider(
input clk,
input reset,
output reg sclk
);
reg [31:0] count;
always@(posedge clk or negedge reset)
begin
if(reset == 1'b0) begin
    count <= 32'd0;
sclk <= 1'b0;
end else begin
if(count == 32'd9000000) begin
    count <= 32'd0;
sclk <= ~sclk;
end else begin
    count <= count + 1;
end
end
end
endmodule
module Seven_segment_LED_Display_Controller(
    input clock,  
    input reset,  
    input reset_points,  
    input reset_score,   
    input team,  
    input one_point,  
    input two_point,  
    input three_point, 
    input pause,   
    output reg [7:0] Anode_Activate,  
    output reg [6:0] LED_out 
    );
    wire slow_clock;  
    reg [26:0] one_second_counter;  
    wire one_second_enable;         
    reg [15:0] displayed_number;    
    reg [7:0] team_1;  
    reg [7:0] team_2;  
    reg [7:0] LED_BCD; 
    reg [19:0] refresh_counter;  
    wire [2:0] LED_activating_counter;   
    reg [5:0] seconds;    
    reg [5:0] minutes;    
    clock_divider DUT (.clk(clock),.reset(reset), .sclk(slow_clock));  
    always @(posedge clock or negedge reset)
    begin
        if(reset==0)  
            one_second_counter <= 0;
        else if (pause)
            displayed_number = displayed_number; 
        else begin
            if(one_second_counter>=99999999) 
            one_second_counter <= 0;
            else
            one_second_counter <= one_second_counter + 1;
        end
    end 
    assign one_second_enable = (one_second_counter==99999999)?1:0;
    always @(posedge clock)
    begin
    if (reset_score) begin  
        minutes <= 12;  
        seconds <= 00; 
    end                         
    else if (one_second_enable == 1)  
        seconds <= seconds - 1; 
    else if (seconds == 0) begin     
        seconds <= 59;          
        minutes <= minutes - 1; 
    end 
    else if (pause)  
        seconds=seconds;  
    else if (minutes ==0)  
        minutes <= 11;         
    end
    always @(posedge clock)
    begin
     if(reset_score) begin  
            minutes <= 12;  
            seconds <= 00; 
        end                         
        else if (one_second_enable == 1) 
                 seconds <= seconds - 1; 
        else if (seconds == 0) begin     
                 seconds <= 59;          
                 minutes <= minutes - 1; 
        end 
        else if (pause)                  
            seconds=seconds;  
        else if ( minutes ==0) 
            minutes <= 11; 
        end
    always @(posedge clock or negedge reset) 
    begin 
        if  (reset==0)
            refresh_counter <= 0;
        else
            refresh_counter <= refresh_counter + 1;
    end 
    assign LED_activating_counter = refresh_counter[19:17]; 
    always @(*)
    begin
        case(LED_activating_counter)
        3'b000: begin
            Anode_Activate = 8'b11111110; 
             LED_BCD = minutes / 10; 
              end
        3'b001: begin
            Anode_Activate = 8'b11111101; 
            LED_BCD = minutes % 10; 
              end
        3'b010: begin
            Anode_Activate = 8'b11111011; 
             LED_BCD = seconds / 10; 
                end
        3'b011: begin
            Anode_Activate = 8'b11110111; 
             LED_BCD = seconds % 10; 
               end
        3'b100: begin
            Anode_Activate = 8'b11101111; 
                LED_BCD = (team_2 / 10); 
              end
        3'b101: begin
            Anode_Activate = 8'b11011111; 
                LED_BCD = (team_2 % 10); 
              end
        3'b110: begin
            Anode_Activate = 8'b10111111; 
                LED_BCD = (team_1 / 10);
                end
        3'b111: begin
            Anode_Activate = 8'b01111111;  
                LED_BCD = (team_1 % 10);
               end
        endcase
    end   
    always @(*)
    begin
        case(LED_BCD)
       0: LED_out = 7'b0000001;  
       1: LED_out = 7'b1001111;  
       2: LED_out = 7'b0010010;  
       3: LED_out = 7'b0000110;  
       4: LED_out = 7'b1001100;  
       5: LED_out = 7'b0100100;  
       6: LED_out = 7'b0100000;  
       7: LED_out = 7'b0001111;  
       8: LED_out = 7'b0000000;  
       9: LED_out = 7'b0000100;  
       default: LED_out = 7'b0000001;  
        endcase
    end
always @(posedge slow_clock)
begin
    if(reset_points) begin  
        team_1 = 7'b0000000;  
        team_2 = 7'b0000000;  
        end
       if (one_point)  
        begin  
        if(team)
            team_1 = team_1 + 2'b01;
            else
            team_2 = team_2 + 2'b01;
        end  
        else if (two_point) begin
            if(team)
            team_1 = team_1 + 2'b10;
            else
            team_2 = team_2 + 2'b10;
        end  
        else if (three_point) begin
            if(team)
            team_1 <= team_1 + 2'b11;
            else
            team_2 <= team_2 + 2'b11;
        end
        if(team_1 >= 7'b1100100) 
            team_1 = 7'b0000000; 
        if(team_2 >= 7'b1100100) 
            team_2 = 7'b0000000; 
    end
endmodule  
==> results.sh <==
# implementation run metrics
export IMPL_status="finished, final reports clean"
export IMPL_fin_crit_ps=9401
export IMPL_fill_cells=1445
export IMPL_seqCellArea_sq_um=2562
export IMPL_synthAoiAreaFrac=0.2126
export IMPL_grt_usage=0.2268
export IMPL_syn_to_final_growth_pct=7.031
export IMPL_firstDrtPassIters=5
export IMPL_powerDensity_nw_per_um2=93.91
export IMPL_synthesis_area_sq_um=8239
export IMPL_cp_required_ps=9040
export IMPL_post_dp_hpwl_mm=13.45
export IMPL_cts_hold_buf=0
export IMPL_cts_resized=0
export IMPL_layout_drive_gt1_share=0.1061
export IMPL_tool_warnings=36
export IMPL_grtUsageMet1=0.3587
export IMPL_synth_top_flop_cell="dfrtp_1"
export IMPL_r2r_cells=8
export IMPL_top_logic_kind="simple AND/OR/NAND/NOR gates"
export IMPL_r2r_end="one_second_counter[6]"
export IMPL_unclocked_regs=16
export IMPL_startpoint="refresh_counter[17]"
export IMPL_fin_crit_sh=0.8320
export IMPL_power_uw=828.2
export IMPL_endpoint_kind="output port"
export IMPL_timing_slew_headroom=0.4480
export IMPL_syn_instance_count=959
export IMPL_grt_max_degree=57
export IMPL_ys_types=124
export IMPL_drtAntennaViolNets=0
export IMPL_dieArea_sq_um=17000
export IMPL_setup_tns_final_ps=0
export IMPL_worstSetupEndpoint="LED_out[2]"
export IMPL_core_sq_um=16000
export IMPL_drc=0
export IMPL_use_met2=0.3564
export IMPL_regToRegSetupSlack_ps=8510
export IMPL_muxShareOfSynthArea=0.03219
export IMPL_rows=46
export IMPL_cts_buffer_depth=2
export IMPL_simple_gate_area_frac=0.2582
export IMPL_fmax_mhz=106.4
export IMPL_worstPathArrival_ps=7140
export IMPL_cp_slowest_cell="dfrtp_1"
export IMPL_xor_share=0.09886
export IMPL_slowest_delay_ps=610
export IMPL_synth_warnings=14
export IMPL_yosys_stat_area_sq_um=8239
export IMPL_drt_vias_per_instance=5.737
export IMPL_insertedDiodeCount=0
export IMPL_wirelength_mm=17.74
export IMPL_rsz0062_at_grt="no"
export IMPL_logic_area_sq_um=5321
export IMPL_die_h_um=130.4
export IMPL_cts_root_buf="clkbuf_16"
export IMPL_pin_count=24
export IMPL_busiest_layer="met1"
export IMPL_clk_latency_ps=340
export IMPL_synth_area_per_cell_sq_um=8.591
export IMPL_synthArstFlopShare=0.7407
export IMPL_clkSlewWorstSetupHoldPaths_ps=70
export IMPL_p_leak_nw=3.615
export IMPL_final_util=0.5511
export IMPL_portBuffers=23
export IMPL_report_final_slew_viol_count=0
export IMPL_synth_edff_count=0
export IMPL_postCtsSetupBuffers=0
export IMPL_grt_pass1_vias=6273
export IMPL_untimed_endpoints=14
export IMPL_hold_class="flip-flop to flip-flop"
export IMPL_dr_first_iter_drc_count=434
export IMPL_use_met3=0.01712
export IMPL_vias=6810
export IMPL_grt_pass1_wl_mm=30.48
export IMPL_gp_congestion=0.9075
export IMPL_die_w_um=130.4
export IMPL_antenna_found_initial=0
export IMPL_htreeDepth=3
export IMPL_max_cap_viol_count=0
export IMPL_ys_seq_share=0.3110
export IMPL_tightest_slew_ps=823.1
export IMPL_crit_top_cell="ha_1"
export IMPL_ys_sh_adder=0.04313
export IMPL_worstSetupStartpointType="flip-flop"
export IMPL_wl_per_cell_um=14.95
export IMPL_cts_tree="built"
export IMPL_critPathMaxFanout=20
export IMPL_cts_inserted_buffers=9
export IMPL_reg2reg_from="one_second_counter[20]"
export IMPL_setup_worst_path_class="flip-flop to output port"
export IMPL_ys_cells=959
export IMPL_fp_util=0.5149
export IMPL_hold_violations=0
export IMPL_globalRouteOverflowTotal=0
export IMPL_skew_ps=6.653
export IMPL_setup_violations_final=0
export IMPL_ir_worst_vdd_mv=0.1173
export IMPL_ys_flops=108
per-stage QoR:
stage	cells	cell area, sq um	hold slack, ps	worst slack, ps
4_1_cts	1187	8818	467.9	1898
2_1_floorplan	960	8243	438.0	3645
3_3_place_gp	1171	8551	452.3	2463
5_1_grt	1187	8818	474.8	1286
3_5_place_dp	1171	8551	455.2	2312
6_report	1187	8818	462.5	1899
report_power, final:
part	switching (mW)	internal [mW]	total [mW]
logic	0.0949	0.0771	0.172
registers	0.0312	0.352	0.383
clock network	0.123	0.150	0.273
registers in the layout, indices dropped and copies added (netlist names):
register and cells:
DUT.count 32, one_second_counter 27, team_1 8, seconds 6, team_2 8, minutes 6
refresh_counter 20, DUT.sclk 1
synthesized netlist by cell type, types with 26 or more instances:
cell     instances  area, sq um
nor2_1         125        469.2
nand2_1         85        319.1
dfrtp_1         80         2002
xnor2_1         52        455.4
a21oi_1         44        220.2
nand3_1         41        205.2
xor2_1          41        359.1
o21ai_0         39        195.2
inv_1           34        127.6
nor3_1          30        150.1
dfxtp_1         28        560.5
ha_1            26        325.3
routing by layer:
metal | vias up | part of all wire
li1 | 3469 | -
met1 | 3209 | 0.50
met2 | 113 | 0.45
met3 | 19 | 0.027
met4 | 0 | 0.018
met5 | - | 0
cell type report:
type                            instances  share of cell area
Multi-Input combinational cell        784              0.6034
Sequential cell                       108              0.2906
Tap cell                              216             0.03065
Timing Repair Buffer                   28             0.03008
Clock buffer                           11             0.02639
Inverter                               35             0.01490
Clock inverter                          5            0.003973
critical path: cells and delay by family, from the launching register on:
kind / cells / cell delay (ps)
compound gates: 8 / 2010
simple gates: 8 / 1630
fa+ha+maj: 5 / 1430
buf+inv: 4 / 930
flops: 1 / 610
xor+xnor: 1 / 180
worst min-delay path by stage:
stage / to / depth (start not counted) / slack, ps / from
after global routing: refresh_counter[4] / 1 / 470 / refresh_counter[4]
after CTS: refresh_counter[6] / 1 / 470 / refresh_counter[6]
final: refresh_counter[6] / 1 / 460 / refresh_counter[6]
cell usage in the layout (no fill, tap or decap), types with 5 or more instances in the layout:
cell	count
a211oi_1	9
a21oi_1	44
a22oi_1	8
a31oi_1	6
a32oi_1	5
and2_1	5
and3_1	22
buf_4	6
clkbuf_16	9
clkdlybuf4s50_1	22
dfrtp_1	80
dfxtp_1	28
ha_1	26
inv_1	34
mux2_2	5
mux2i_1	7
nand2_1	85
nand2b_1	15
nand3_1	41
nand4_1	10
nor2_1	125
nor2_2	5
nor2b_1	15
nor3_1	30
nor3b_1	5
nor4_1	6
o21a_1	5
o21ai_0	39
o21ai_1	6
o22a_1	5
o22ai_1	10
or3_1	7
xnor2_1	52
xor2_1	41
kinds of logic (layout without fill, tap and decap cells):
family | count (synthesis) | count (layout)
other cells | 1 | 2
mux | 22 | 22
buf+inv | 68 | 79
fa+ha+maj | 29 | 29
compound gates | 220 | 220
xor+xnor | 93 | 93
simple gates | 418 | 418
flops | 108 | 108
